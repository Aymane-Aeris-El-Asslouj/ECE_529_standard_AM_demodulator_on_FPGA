==> flow/design.v <==
module converter (
    input wire clk_pin,
    input wire reset_pin,
    input wire [15:0] binary_input,
    output wire [7:0] dispC,
    output wire [7:0] dispAN
);
wire [7:0] seg_out_1;  
wire [7:0] seg_out_2;
wire [7:0] seg_out_3;
wire [7:0] seg_out_4;
wire [7:0] seg_out_5;
assign dispC = {CA, CB, CC, CD, CE, CF, CG, DP};
assign dispAN = {AN0, AN1, AN2, AN3, AN4, AN5, AN6, AN7};
reg CA, CB, CC, CD, CE, CF, CG, DP;
reg AN0, AN1, AN2, AN3, AN4, AN5, AN6, AN7;
    integer i = 0;
    reg [35:0] shift_register;  
    reg [19:0] bcd_output;
    always @(binary_input) begin
        shift_register = 20'b0 << 16 | binary_input;  
        for (i = 0; i < 16; i = i+1) begin
            if (shift_register[19:16] >= 5) shift_register[19:16] = shift_register[19:16] + 3;
            if (shift_register[23:20] >= 5) shift_register[23:20] = shift_register[23:20] + 3;
            if (shift_register[27:24] >= 5) shift_register[27:24] = shift_register[27:24] + 3;
            if (shift_register[31:28] >= 5) shift_register[31:28] = shift_register[31:28] + 3;
            if (shift_register[35:32] >= 5) shift_register[35:32] = shift_register[35:32] + 3;
            shift_register = shift_register << 1;
        end
        bcd_output = shift_register[35:16];  
    end
assign seg_out_1 = decode_7segment(bcd_output[3:0]);
assign seg_out_2 = decode_7segment(bcd_output[7:4]);
assign seg_out_3 = decode_7segment(bcd_output[11:8]);
assign seg_out_4 = decode_7segment(bcd_output[15:12]);
function [7:0] decode_7segment;
    input [3:0] bcd_digit;
    begin
        case (bcd_digit)
            4'b0000: decode_7segment = 8'b00000011;  
            4'b0001: decode_7segment = 8'b10011111;  
            4'b0010: decode_7segment = 8'b00100101;  
            4'b0011: decode_7segment = 8'b00001101;  
            4'b0100: decode_7segment = 8'b10011001;  
            4'b0101: decode_7segment = 8'b01001001;  
            4'b0110: decode_7segment = 8'b01000001;  
            4'b0111: decode_7segment = 8'b00011111;  
            4'b1000: decode_7segment = 8'b00000001;  
            4'b1001: decode_7segment = 8'b00001001;  
            default: decode_7segment = 8'b00000001;  
        endcase
    end
endfunction
reg [31:0] digit_counter;
    always @(posedge clk_pin) begin
    if (reset_pin) begin
        {CA, CB, CC, CD, CE, CF, CG, DP} <= 8'b0;
        {AN0, AN1, AN2, AN3, AN4, AN5, AN6, AN7} <= 8'b11111111;
        digit_counter <= 32'b0;
    end
    else begin
        digit_counter <= digit_counter + 1;
        case(digit_counter)
            32'd10000: begin {CA, CB, CC, CD, CE, CF, CG, DP} <= seg_out_1; AN0 <= 1'b0; AN4 <= 1'b1; end
            32'd20000: begin {CA, CB, CC, CD, CE, CF, CG, DP} <= seg_out_2; AN1 <= 1'b0; AN0 <= 1'b1; end
            32'd30000: begin {CA, CB, CC, CD, CE, CF, CG, DP} <= seg_out_3; AN2 <= 1'b0; AN1 <= 1'b1; end
            32'd40000: begin {CA, CB, CC, CD, CE, CF, CG, DP} <= seg_out_4; AN3 <= 1'b0; AN2 <= 1'b1; end
            32'd50000: begin {CA, CB, CC, CD, CE, CF, CG, DP} <= 8'b00000010; AN4 <= 1'b0; AN3 <= 1'b1; end
            32'd60000: digit_counter <= 32'b0;
        endcase
    end
end
endmodule
==> flow/run.sh <==
#!/bin/bash
# OpenROAD 26Q1-2900-gdf79404cd8, Yosys 0.63+post, stock flow scripts
make -C /OpenROAD-flow-scripts/flow DESIGN_CONFIG=/design/flow/config.mk WORK_HOME=/design/flow/orfs finish
==> flow/config.mk <==
export PLATFORM = sky130hd
export DESIGN_NAME = converter
export DESIGN_NICKNAME = converter
export VERILOG_FILES = /design/flow/design.v
export SDC_FILE = /design/flow/constraint.sdc
export NUM_CORES = 4
export LEC_CHECK = 1
export CORE_UTILIZATION = 50
==> flow/constraint.sdc <==
current_design converter

set clk_period 16.8
set clk_io_pct 0.2

create_clock -name clk0 -period $clk_period [get_ports {clk_pin}]

set non_clock_inputs [all_inputs -no_clocks]
set_input_delay [expr $clk_period * $clk_io_pct] -clock clk0 $non_clock_inputs
set_output_delay [expr $clk_period * $clk_io_pct] -clock clk0 [all_outputs]
==> impl_metrics.toml <==
# generated from flow reports
[critical_path]
worst_ep_required_time_ps = 16960
r2r_setup_slack_ps = 13500
critPathKind = "primary input to register"
ff2ff_path_depth = 11
worstSetupEndpointType = "register"
start_kind = "primary input"
crit_top_cell = "ha_1"
slowest_stage = "clkdlybuf4s50_1"
cp.arrival_ps = 15840
r2r_end = "CC"
r2r-start = "digit_counter[0]"
cp_max_fo = 11
max_stage_delay_ps = 540

[synthesis]
synth.cell_area_um2 = 8400
synth_seq_share_pct = 10.7
top_cells_by_area = "dfxtp_1 11%, ha_1 8.2%, nor2_1 5.0%"
edf_count = 0
syn_inst = 1146
ff_type = "dfxtp_1"
yosysCellCount = 1146
ys.warnings.count = 1
common_cells = "111 x nor2_1, 92 x nand2_1, 58 x inv_1"
synth_cell_types = 126
synth.most_common_cell = "nor2_1"
top_cell_area_share_pct = 10.7
avgSynthCellArea_um2 = 7.33
synth_flop_count = 45
synth_async_sr_flop_share_pct = 0
ys_chip_area_um2 = 8400
yosysTopAreaCell = "dfxtp_1"

[die]
die_y_um = 132
die_area_um2 = 17300
num_rows = 47
io_pins = 34
fp.coreArea_um2 = 16500
fp_util_pct = 50.9
die_x_um = 132

[cells_and_area]
fin_area_um2 = 9090
area_delta_synth_final_pct = 8.22
drive_above_1_share_pct = 13.3
fillers = 1596
post-route-util_pct = 55.0

[final_timing]
final-setup-viol-count = 0
hold_slack_ps = 447
report.final.hold_viol_count = 0
setup-tns-final_ps = 0
fin_crit_ps = 15680
max_slew_margin_pct = 46.4
tightestPinTransition_ps = 800
rsz0062_at_grt = "no"
max_freq_mhz = 63.8
fin_crit_sh_pct = 93.3
slew_viol_final = 0
fin_ws_ps = 1120
skew_ps = 7.62

[clock_tree]
worstSkewPairLatency_ps = 290
clk_path_buf_depth = 2
clock_sinks = 45
root_buffer = "clkbuf_16"
hold_buffers = 0
htree_levels = 2
numCtsBuffers = 5
path_clk_slew_ps = 70
cts_tree = "yes"

[grt]
globalRouteOverflowTotal = 0
antenna_found_initial = 0
grt_start_max_net_pins = 33
grt_pass1_vias = 7203
track_usage_pct = 22.2
grt_pass1_wl_um = 33100

[routing]
first_iter_violations = 520
wl_um = 19200
drc = 0
wl_per_cell_um = 14.1
vias = 8189
antenna_cells = 0
ant_nets = 0
via_per_inst = 6.00
detail_route.first_pass.iterations = 5

[job]
tool_warnings = 48
max_cap_violations = 0

[min_path]
min_path_type = "register to register"
holdPathStages = 2
min_to = "AN3"
hp-start = "AN3"

[placed_design]
hpwlAfterDp_um = 14600
dp_slack_ps = 95.2
placed_cell_area_um2 = 8800
gp_congestion = 0.913
portBuffers = 30

[status]
status = "complete, no violations"
==> registers in the layout, indices dropped and copies added (netlist names) <==
name / flops
CE: 1
CF: 1
AN3: 1
DP: 1
CC: 1
CB: 1
digit_counter: 32
CA: 1
CG: 1
AN1: 1
AN4: 1
CD: 1
AN2: 1
AN0: 1
==> cells in the final DEF (no fill, tap or decap), drive strengths merged, types with 28 or more instances in the layout <==
master	netlist	routed
ha	55	55
nor2	112	112
nand2	93	93
nor3	52	52
dfxtp	45	45
o21ai	69	69
o211ai	30	30
nand3	41	41
mux2i	28	28
inv	67	68
a21oi	58	58
clkdlybuf4s50	0	29
==> routing by layer <==
metal / global-route usage, % / share of wire (%)
met1: 34.0 / 52
met2: 35.4 / 44
met3: 1.73 / 3.1
met4: 1.81 / 0.80
met5: 0 / 0
==> through the flow <==
stage | instances
floorplan | 1148
global placement | 1353
detailed placement | 1353
CTS | 1361
global route | 1365
finish | 1365
==> what timing repair did <==
item                       CTS  global route
setup endpoints to repair    0             7
gates resized                0            26
buffers inserted             0             4
==> cells by family (layout without fill, tap and decap cells) <==
kind of cell             count (synthesis)  count (layout)  share of synthesized area (%)
AND/OR/NAND/NOR                        455             455                           28.2
AND-OR/OR-AND                          357             357                           33.2
buffers and inverters                  137             134                           7.25
adder cells (fa/ha/maj)                 56              56                           8.32
XOR/XNOR                                50              50                           6.15
multiplexers                            45              45                           6.03
flip-flops                              45              45                           10.7
other                                    1               3                         0.0446
==> critical path, delay by kind of cell <==
family / cells / cell delay [ps]
and+or+nand+nor: 12 / 2270
muxes: 2 / 370
adders and majority gates: 11 / 2790
AOI/OAI and AO/OA: 25 / 5220
xor gates and xnor gates: 3 / 680
buffers and inverters: 6 / 1120
==> worst max path at each step <==
stage                    start  endpoint  slack [ps]  depth (start not counted)
global route  binary_input[13]        CE           3                         62
finish        binary_input[13]        CE        1120                         59
CTS           binary_input[14]        CE         320                         64
==> final cells by class <==
cell class,count,area (um^2),area share (%)
inverters,70,263,2.89
clock buffers,6,139,1.53
well taps,220,275,3.03
repair buffers,56,498,5.48
flip-flops and latches,45,901,9.91
multi-input cells,966,7000,77.0
clock inverters,2,16.3,0.179
